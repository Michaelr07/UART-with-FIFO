`flow/constraint.sdc`:
```
current_design UART_top

set clk_period 5.1
set clk_io_pct 0.2

create_clock -name clk0 -period $clk_period [get_ports {clk}]

set non_clock_inputs [all_inputs -no_clocks]
set_input_delay [expr $clk_period * $clk_io_pct] -clock clk0 $non_clock_inputs
set_output_delay [expr $clk_period * $clk_io_pct] -clock clk0 [all_outputs]
```
`flow/run.sh`:
```
#!/bin/bash
# OpenROAD 26Q1-2900-gdf79404cd8, Yosys 0.63+post, stock flow scripts
make -C /OpenROAD-flow-scripts/flow DESIGN_CONFIG=/design/flow/config.mk WORK_HOME=/design/flow/orfs finish
```
`flow/config.mk`:
```
export PLATFORM = sky130hd
export DESIGN_NAME = UART_top
export DESIGN_NICKNAME = UART_top
export VERILOG_FILES = /design/flow/design.v
export SDC_FILE = /design/flow/constraint.sdc
export NUM_CORES = 4
export LEC_CHECK = 1
export CORE_UTILIZATION = 40
```
`flow/design.v`:
```
`timescale 1ns / 1ps
interface uart_if # (parameter DATA_BITS = 8);
    logic [DATA_BITS-1 :0] data;
    logic       valid;
    logic       ready;
    logic       sig;
    logic       parity;
    modport tx(
        input data, valid, parity,
        output ready, sig
        );
    modport rx(
        output data, valid,
        input ready, sig
        );
endinterface 
`timescale 1ns / 1ps
module UART_top 
#(
    parameter DATA_BITS = 8,                     
    parameter int BAUD_RATE = 9600,              
    parameter int SYS_CLK = 100_000_000,         
    parameter int STOP_BITS = 1,                 
    parameter HAS_PARITY = 0,                    
    parameter PARITY_EVEN = 0,                   
    parameter ADDR_WIDTH = 2                     
)
(
    input logic clk,                             
    input logic reset,                           
    input logic UART_TXD_IN,                     
    output logic UART_RXD_OUT,                   
    input logic [DATA_BITS-1:0] out_tx,          
    input logic write_req,                       
    output logic full_tx,                        
    input logic read_req,                        
    output logic [DATA_BITS-1:0] rx_data,        
    output logic empty_rx                        
);
    logic empty_tx, tx_valid, tx_ready;
    logic [DATA_BITS-1:0] tx_data;
    sync_fifo #(
        .ADDR_WIDTH(ADDR_WIDTH),
        .DATA_WIDTH(DATA_BITS)
    ) tx_fifo (
        .clk(clk),
        .reset(reset),
        .write_req(write_req),
        .read_req(tx_ready),                         
        .data_in(out_tx),
        .data_out(tx_data),
        .full(full_tx),
        .empty(empty_tx)
    );
    uart_tx #(
        .DATA_BITS(DATA_BITS),
        .BAUD_RATE(BAUD_RATE),
        .SYS_CLK(SYS_CLK),
        .STOP_BITS(STOP_BITS),
        .HAS_PARITY(HAS_PARITY),
        .PARITY_EVEN(PARITY_EVEN)
    ) u1 (
        .clk(clk),
        .reset(reset),
        .data(tx_data),
        .valid(tx_valid),                            
        .ready(tx_ready),                            
        .sig(UART_RXD_OUT)
    );
    logic full_rx, rx_ready, rx_valid;
    logic [DATA_BITS-1:0] out_rx;
    uart_rx #(
        .DATA_BITS(DATA_BITS),
        .BAUD_RATE(BAUD_RATE),
        .SYS_CLK(SYS_CLK),
        .STOP_BITS(STOP_BITS),
        .HAS_PARITY(HAS_PARITY),
        .PARITY_EVEN(PARITY_EVEN)
    ) u2 (
        .clk(clk),
        .reset(reset),
        .sig(UART_TXD_IN),
        .ready(rx_ready),                            
        .valid(rx_valid),                            
        .data_out(out_rx)
    );
    sync_fifo #(
        .ADDR_WIDTH(ADDR_WIDTH),
        .DATA_WIDTH(DATA_BITS)
    ) rx_fifo (
        .clk(clk),
        .reset(reset),
        .write_req(rx_valid),                        
        .read_req(read_req),
        .data_in(out_rx),
        .data_out(rx_data),
        .full(full_rx),
        .empty(empty_rx)
    );
    assign rx_ready = ~full_rx;                      
    assign tx_valid = ~empty_tx;                     
endmodule
module block_ram
#(
    parameter int ADDR_WIDTH = 4,
                  DATA_WIDTH = 8
)
(
    input logic clk,
    input logic write_en,
    input logic read_en,
    input logic  [ADDR_WIDTH-1:0] write_addr,
    input logic  [ADDR_WIDTH-1:0] read_addr,
    input logic  [DATA_WIDTH-1:0] data_in,
    output logic [DATA_WIDTH-1:0] data_out
);
    (* ram_style = "block" *) logic [DATA_WIDTH-1:0] mem [0:2**ADDR_WIDTH-1];
    always_ff @(posedge clk) begin
        if (write_en)
            mem[write_addr] <= data_in;
        if (read_en)
            data_out <= mem[read_addr];
    end
endmodule
`timescale 1ns / 1ps
module sync_fifo
#(
    parameter int ADDR_WIDTH = 4,
    parameter int DATA_WIDTH = 8
)
(
    input logic clk,
    input logic reset,
    input logic write_req, read_req,         
    input logic [DATA_WIDTH-1:0] data_in,
    output logic [DATA_WIDTH-1:0] data_out,
    output logic full, empty
);
    localparam MAX = 2**ADDR_WIDTH;          
    logic [ADDR_WIDTH-1:0] write_ptr, read_ptr;      
    logic [ADDR_WIDTH:0] fifo_counter;               
    logic write_en, read_en;                         
    block_ram #(
        .DATA_WIDTH(DATA_WIDTH),
        .ADDR_WIDTH(ADDR_WIDTH)
    ) ram (
        .clk(clk),
        .write_en(write_en),
        .read_en(read_en),
        .write_addr(write_ptr),
        .read_addr(read_ptr),
        .data_in(data_in),
        .data_out(data_out)
    );
    assign write_en = !full && write_req;
    assign read_en = !empty && read_req;
    always_ff @(posedge clk or posedge reset) begin
        if(reset)begin
           fifo_counter <= 0;
           write_ptr <= 0;
           read_ptr <= 0; 
        end
        else begin
            case({write_en, read_en})
            2'b01:  begin 
                read_ptr <= read_ptr + 1;
                fifo_counter <= fifo_counter - 1;
            end
            2'b10:  begin
                write_ptr <= write_ptr + 1;
                fifo_counter <= fifo_counter + 1;
            end
            2'b11:  begin
                read_ptr <= read_ptr + 1;
                write_ptr <= write_ptr + 1;
            end
            default:    begin
            end
            endcase
        end
    end
    assign full = (fifo_counter == MAX);
    assign empty = (fifo_counter == 0);
endmodule
module timer #(parameter int time0 = 2000) (
    input logic clk,
    input logic reset,
    input logic enable,
    output logic done 
);
localparam int NUM_BITS =  (time0 > 1)? $clog2(time0) : 1;   
logic [NUM_BITS - 1 : 0] out;                                
always_ff @(posedge clk or posedge reset) begin
    if (reset)
        out <= 0;
    else if(enable) begin
        if (out == time0 - 1)
            out <= 0;
        else
            out <= out + 1;
    end
    else 
        out <= 0;
end
assign done = (out == time0 - 1);                         
endmodule
module uart_rx 
#(  
    parameter DATA_BITS        = 8,
    parameter int BAUD_RATE    = 115200,
    parameter int SYS_CLK      = 100_000_000,
    parameter int STOP_BITS    = 1,      
    parameter HAS_PARITY       = 0,    
    parameter PARITY_EVEN      = 0     
)
( 
    input logic clk,
    input logic reset,
    input logic sig,     
    input logic ready,   
    output logic valid,  
    output logic [DATA_BITS-1:0] data_out
);
    localparam int FRAME_BITS = DATA_BITS + HAS_PARITY;
    localparam int N = SYS_CLK/BAUD_RATE;
    localparam int N1 = N + (N/2); 
    logic tick, tick1;               
    logic enable, enable1;           
    logic parity;                    
    logic [FRAME_BITS-1:0] data_reg;
    logic computed_parity;           
    logic [$clog2(FRAME_BITS):0] bit_counter;
    logic [$clog2 (STOP_BITS):0] stop_counter;
    typedef enum logic [1:0] {IDLE, START, SHIFT, DONE} StateType;
    StateType ns, cs;
    timer #(N) baud_generator (clk, reset, enable, tick);        
    timer #(N1) onenhalf (clk, reset, enable1, tick1);            
    always_comb begin
        ns = cs;
        case(cs)
            IDLE: begin
                if(sig == 0)                     
                    ns = START;
            end
            START: begin
                if(tick1)                           
                    ns = SHIFT;
            end
            SHIFT: begin
                if(tick)
                    if (bit_counter == FRAME_BITS - 1)
                        ns = DONE;
            end
            DONE: begin
                if (tick)
                    if (stop_counter == STOP_BITS - 1 )
                        ns = IDLE;
            end
        endcase
    end
    always_ff @ (posedge clk or posedge reset) begin
        if(reset) begin
            cs <= IDLE;
            data_out <= 0;
            bit_counter <= 0;
            stop_counter <= 0;
            enable <= 0;
            enable1 <= 0;
            valid <= 0;
        end
        else begin
            cs <= ns;
            if (valid && ready)  
                valid <= 0;
            else if (cs == IDLE && sig == 0) begin	
                enable1 <= 1;                    
                stop_counter <= 0;               
            end
            else if(cs == START && tick1) begin
                enable <= 1;                     
                enable1 <= 0;
                bit_counter <= 1;    
                data_reg[FRAME_BITS-1] <= sig;				 
            end
            else if(cs == SHIFT && tick) begin
                data_reg <= {sig, data_reg[FRAME_BITS-1:1]};		 
                bit_counter <= bit_counter + 1;
            end
            else if(cs == DONE && tick) begin
                enable <= 0;
                stop_counter <= stop_counter + 1;
                if(HAS_PARITY && (computed_parity != parity))
                    valid <= 0;
                else
                    valid <= 1;
            end
        end
    end
    assign data_out = data_reg [DATA_BITS-1 : 0];
    assign parity = data_reg [FRAME_BITS-1];
    assign computed_parity = (PARITY_EVEN)? (^data_out) : ~(^data_out);
endmodule
module uart_tx
#(
    parameter DATA_BITS        = 8,
    parameter int BAUD_RATE    = 115200,
    parameter int SYS_CLK      = 100_000_000,
    parameter int STOP_BITS    = 1,
    parameter HAS_PARITY       = 0,    
    parameter PARITY_EVEN      = 0     
)
(
    input  logic clk,
    input  logic reset,
    input logic [DATA_BITS-1 : 0] data, 
    input logic valid,
    output logic ready, sig
);
    localparam int N = SYS_CLK / BAUD_RATE;
    localparam int FRAME_BITS = 1 + DATA_BITS + HAS_PARITY + STOP_BITS;  
    localparam [STOP_BITS-1:0] STOP_PATTERN = {STOP_BITS{1'b1}};         
    typedef enum logic [1:0] { IDLE, LOAD, SHIFT, DONE } state_t;
    state_t cs, ns;
    logic [FRAME_BITS-1:0] data_reg;
    logic [$clog2(FRAME_BITS):0] bit_counter;
    logic parity_bit;
    logic tick;
    timer #(N) baud_generator (
        .clk(clk),
        .reset(reset),
        .enable(1'b1),
        .done(tick)
    );
    always_comb begin
        if (HAS_PARITY) begin
            parity_bit = ^data;
            if (!PARITY_EVEN)
                parity_bit = ~parity_bit;
        end else begin
            parity_bit = 1'b0;
        end
    end
    always_comb begin
        ns = cs;
        case (cs)
            IDLE:  if (valid && ready) ns = LOAD;
            LOAD:  if (tick) ns = SHIFT;
            SHIFT: if (tick && bit_counter == FRAME_BITS-1) ns = DONE;
            DONE:  if (tick) ns = IDLE;
        endcase
    end
    always_ff @(posedge clk or posedge reset) begin
        if (reset) begin
            cs <= IDLE;
            bit_counter <= 0;
            ready <= 1;
            sig <= 1;  
        end else begin
            cs <= ns;
            case (cs)
                IDLE: begin
                    ready <= 1;
                end
                LOAD: if (tick) begin
                    bit_counter <= 0;
                    ready <= 0;
                    if (HAS_PARITY)
                        data_reg <= {STOP_PATTERN, parity_bit, data, 1'b0};
                    else
                        data_reg <= {STOP_PATTERN, data, 1'b0};
                end
                SHIFT: if (tick) begin
                    sig <= data_reg[0];
                    data_reg <= data_reg >> 1;
                    bit_counter <= bit_counter + 1;
                end
                DONE: if (tick) begin
                    sig <= 1;
                    ready <= 1;
                end
            endcase
        end
    end
endmodule
```
==> summary.log <==
INFO  status         run_status=completed
INFO  die            die_x=121um
INFO  clock_network  cts.htree.levels=4
INFO  critical_path  required_arrival_time_at_the_worst_endpoint=5.13ns
INFO  clock_network  postCtsSetupRepairBufs=0
INFO  detailed_routing drc=0
INFO  global_route   maximum_number_of_pins_on_one_net_before_global_route_repair=41
INFO  global_route   first_pass_grt_wire_length=16.6mm
INFO  detailed_routing antenna_cells_inserted=0
INFO  die            die_size=14,700squm
INFO  finish         largest_register=tx_fifo.ram.mem
INFO  sta            period_used_share=56.4%
INFO  clock_network  cts-buffers-inserted=17
INFO  placed_design  placedInstanceArea=5980squm
INFO  global_route   grt_pass1_vias=3,450
INFO  finish         areaGrowthSynthToFinish=15.4%
INFO  synthesis      yosysUniqueCellTypes=54
INFO  clock_network  cts_repair_resize_count=0
INFO  synthesis      yosys_warnings=23
INFO  synthesis      ys_seq_elements=125
INFO  finish         fillers=1,164
INFO  finish         combGateArea=2160squm
INFO  synthesis      async_flop_share=60.0%
INFO  critical_path  crit_fanout=11
INFO  synthesis      top_flip_flop_cell_by_instance_count_after_synthesis=sky130_fd_sc_hd__dfrtp_1
INFO  synthesis      netlist_top_cells_area=sky130_fd_sc_hd__dfrtp_1, sky130_fd_sc_hd__edfxtp_1, sky130_fd_sc_hd__xor2_1
INFO  run            openroad.warnings=30
INFO  synthesis      synth.largest_area_cell=sky130_fd_sc_hd__dfrtp_1
INFO  detailed_routing route.detailed.vias_per_inst=5.15
INFO  clock_network  number_of_sinks_on_the_clock_net=125
INFO  critical_path  critical_path.top_delay_family=simple AND/OR/NAND/NOR gates
INFO  global_route   grtUsageTotal=14.8%
INFO  synthesis      ys_area=5690squm
INFO  sta            timing.slew.headroom=45.3%
INFO  die            die_height=121um
INFO  sta            fmax=0.347GHz
INFO  clock_network  master_cell_of_the_clock_root_buffer=sky130_fd_sc_hd__clkbuf_16
INFO  placed_design  dp_hpwl=5.83mm
INFO  placed_design  numPortBuffers=15
INFO  clock_network  clk_pin_slew=0.06ns
INFO  clock_network  insertion_delay=0.41ns
INFO  synthesis      synth-cells-yosys=449
INFO  detailed_routing number_of_search_and_repair_iterations_in_the_first_detailed_routing_pass=4
INFO  clock_network  clock_tree_from_tritoncts=done
INFO  critical_path  critPathLaunch=u1.baud_generator.out[8]$_DFF_PP0_
INFO  sta            rsz0062_at_grt=false
INFO  synthesis      synth_top_area_share=31.2%
INFO  run            drv.max_cap_violation_count=0
INFO  pwr            vdd_drop_max=0.239mV
INFO  synthesis      synth-edff-count=50
INFO  critical_path  setup.worst_path.end_class=flop
INFO  hold_path      hold_path_startpoint=u2.baud_generator.out[0]$_DFF_PP0_
INFO  critical_path  critical_path_arrival=2.91ns
INFO  sta            tns=0ns
INFO  sta            worst_hold_slack=0.456ns
INFO  critical_path  slowest_delay=0.69ns
INFO  pwr            p_per_area=393nW/um^2
INFO  die            fp_util=41.0%
INFO  finish         largest_register_ff_count=32
INFO  global_route   gr-total-overflow=0
INFO  sta            finalMaxSlewViolations=0
INFO  pwr            power_leakage=2.68nW
INFO  synthesis      yosysSeqAreaShare=59.4%
INFO  finish         layout_top_cell=sky130_fd_sc_hd__dfrtp_1
INFO  critical_path  timing.rr.start=u1.baud_generator.out[8]$_DFF_PP0_
INFO  critical_path  timing.critical_path.cells=or4b_2 > nor4_1 > buf_4 > o21ai_1 > nor2_1
INFO  clock_network  ctsLongestPathBuffers=2
INFO  critical_path  critPathKind=flop to flop
INFO  finish         layout-drive-gt1-share=12.8%
INFO  die            number_of_cell_rows=43
INFO  detailed_routing routedWlPerCell=14.2um
INFO  sta            tightestPinTransition=0.817ns
INFO  sta            finalSetupViolations=0
INFO  detailed_routing detailroute.via_count=3,417
INFO  synthesis      synthesis.instances=449
INFO  finish         post-route-util=47.3%
INFO  finish         finish.instance_area=6570squm
INFO  placed_design  routabilityCongestion=0.788
INFO  sta            hold_violations=0
INFO  critical_path  slowest_stage=sky130_fd_sc_hd__or4b_2
INFO  die            ioPinCount=24
INFO  sta            layout_min_cycle_time=2.88ns
INFO  global_route   antenna_found_initial=0
INFO  sta            fin_skew=0.00552ns
INFO  die            design.core.area=13,900squm
INFO  synthesis      syn-mean-instance-area=12.7squm
INFO  detailed_routing antenna_left=0
INFO  detailed_routing wirelength=9.40mm
INFO  clock_network  ctsHoldBuffers=0
INFO  detailed_routing initialDrtViolationCount=236
INFO  finish         mostFrequentLayoutCells=sky130_fd_sc_hd__dfrtp_1, sky130_fd_sc_hd__edfxtp_1, sky130_fd_sc_hd__nor2_1, sky130_fd_sc_hd__xor2_1, sky130_fd_sc_hd__nand2_1
INFO  finish         ff_latch_area=3380squm
INFO  critical_path  critical_path.n_buffers_inverters=1
INFO  hold_path      worstHoldPathType=flop to flop
INFO  synthesis      synthesis.area=5690squm
INFO  critical_path  crit_path_start_kind=flop
-- report_power, final --
part	total (W)	internal [W]	leakage (nW)	switching, W
clock	0.00119	0.000729	0.278	0.000462
combinational	0.000203	0.0000987	0.991	0.000105
sequential	0.00119	0.00114	1.41	0.0000483
-- per-stage QoR --
step           power [W]  worst slack, ns  std cells
2_1_floorplan    0.00135             2.18        456
3_3_place_gp     0.00140             2.19        631
6_report         0.00258             2.22        663
4_1_cts          0.00261             2.18        663
5_1_grt          0.00270             1.95        663
3_5_place_dp     0.00141             2.12        631
-- worst paths after layout --
path                                                      endpoint  slack, ns  cells after the start
worst max-delay path                      u1.data_reg[8]$_DFFE_PP_       2.22                      5
worst min-delay path            u2.baud_generator.out[0]$_DFF_PP0_       0.46                      1
worst max register to register            u1.data_reg[8]$_DFFE_PP_       2.22                      5
worst min register to register  u2.baud_generator.out[0]$_DFF_PP0_       0.46                      1
max in group asynchronous                     u1.ready$_DFFE_PP1P_       2.96                      3
min in group asynchronous            u1.bit_counter[4]$_DFFE_PP0P_       1.12                      2
-- routing by layer --
layer	up-vias	part of all wire, %	track usage, %
li1	1659	-	-
met1	1689	50	24.7
met2	61	44	20.7
met3	8	4.6	4.51
met4	0	1.3	1.93
met5	-	0	0
-- layout make-up --
cell class	count	share of cell area, %
Clock inverter	14	2.42
Sequential cell	125	51.5
Timing Repair Buffer	17	2.51
Multi-Input combinational cell	297	32.9
Inverter	12	0.686
Tap cell	180	3.43
Clock buffer	18	6.53
-- synth_stat cells (all sizes together), types with 4 or more instances --
cell type	n
mux2	11
nand2b	6
dfstp	4
xor2	30
nand2	26
and3	10
edfxtp	50
and2	15
or4	4
nand4	18
o21ai	14
ha	13
nor2b	4
a21oi	6
a21o	6
buf	12
xnor2	10
nand3	16
inv	12
clkbuf	10
dfrtp	71
nor2	35
and4	7
mux4	8
a22o	6
-- worst register-to-register path, delay by kind of cell (launching register included) --
kind            cells  cell delay [ns]
simple gates        3             1.67
flops               1             0.41
buf+inv             1             0.25
compound gates      1             0.18
-- cell families (layout without fill, tap and decap cells) --
kind of cell             count (synthesis)  in the layout  share of synthesized area, %
AND/OR/NAND/NOR                        169            169                          16.9
flip-flops                             125            125                          59.4
AND-OR/OR-AND                           44             44                          5.16
XOR/XNOR                                40             40                          6.15
buffers and inverters                   34             61                          3.05
multiplexers                            21             21                          5.69
adder cells (fa/ha/maj)                 15             15                          3.56
other                                    1              8                        0.0659
Power and IR drop assume default switching activity.
